### /design/flow/constraint.sdc
current_design counterbin_behav

set clk_period 1.2
set clk_io_pct 0.2

create_clock -name clk0 -period $clk_period [get_ports {clk}]

set non_clock_inputs [all_inputs -no_clocks]
set_input_delay [expr $clk_period * $clk_io_pct] -clock clk0 $non_clock_inputs
set_output_delay [expr $clk_period * $clk_io_pct] -clock clk0 [all_outputs]
### /design/flow/config.mk
export PLATFORM = sky130hd
export DESIGN_NAME = counterbin_behav
export DESIGN_NICKNAME = counterbin_behav
export VERILOG_FILES = /design/flow/design.v
export SDC_FILE = /design/flow/constraint.sdc
export NUM_CORES = 4
export LEC_CHECK = 1
export CORE_AREA = 10 10 70 70
export DIE_AREA = 0 0 80 80
### /design/flow/run.sh
#!/bin/bash
# OpenROAD 26Q1-2900-gdf79404cd8, Yosys 0.63+post, stock flow scripts
make -C /OpenROAD-flow-scripts/flow DESIGN_CONFIG=/design/flow/config.mk WORK_HOME=/design/flow/orfs finish
### /design/flow/design.v
module counterbin_behav(
  input clk,      
  input rst,      
  output reg [3:0] count
);
  always @(posedge clk) begin
    if (rst) begin
      count <= 4'b0000; 
    end
    else begin
      count <= count + 1;
    end
  end
endmodule
==> results.cfg <==
; implementation run metrics
[sta]
grt_setup_unrepaired = false
drv_slew = 0
finalCritPeriodShare_pct = 88.96
tightestPinTransition_ps = 139.5
max_freq_ghz = 0.9368
period_minus_slack_ps = 1067
finalHoldViolCount = 0
fin_setup_tns_ps = 0
skew_ps = 3.653
hold_slack_ps = 496.4
worst_slew_margin_rel_pct = 90.64
setup_viol = 0

[route]
via_per_inst = 1.931
drt_iter0_drc = 5
drt_wl_total_um = 485
vias = 139
drtAntennaViolNets = 0
drc_errors = 0
wl_per_cell_um = 6.736
drt_pre_antenna_iters = 2

[setup_path]
path_delay_family = flip-flops
r2r_cells = 3
cp_data_required_time_ps = 960
cp_num_cells = 1
cpPeakStageDelay_ps = 350
cp.arrival_ps = 830
worstSetupStartpointType = register
path_cells = dlygate4sd2_1
crit_type = register to output pin
end_kind = output pin
critPathBufInv = 1
path_max_fanout = 3
slowest_stage = dfxtp_1

[power_and_ir_drop]
internal_power_w = 0.0002815
combinationalPowerShare_pct = 11.2
switching_power_w = 0.00007819
power_leakage_nw = 0.1327
cellPowerDensity_mw_per_mm2 = 1173
power_frac_seq_pct = 41.3
ir_worst_vdd_mv = 0.1387
p_total_w = 0.0003596
p_clk_share_pct = 47.5
power_switching_share_pct = 21.74

[job]
drv_cap = 0
tool_warnings = 25

[layout]
drive_gt1_share_pct = 44.00
regMostFlops = count
final-instance-count-excl-fill = 72
reg_top3 = count x4
largest_register_ffs = 4
area_growth_pct = 111.2

[clock_network]
htreeDepth = 1
cts_root_buffer = clkbuf_4
cts_buffers = 3
cts_hold_repair.buffers = 0
cts_tree = yes
cts_sinks = 4
cts_max_path_buffers = 2
path_clk_slew_ps = 40
clk_latency_ps = 240

[yosys]
ys_cells = 13
synth.avg_cell_area_um2 = 11.16
ys_types = 7
syn-cell-area_um2 = 145.1
synth_flop_count = 4
yosysWarningCount = 1
ys_chip_area_um2 = 145.1
syn_inst = 13
synth_seq_share_pct = 55.17

[global_route]
antenna_found_initial = 0
grt_pass1_wl_um = 765
grt_max_degree = 4
grt_util_all_layers_pct = 1.761
overflow = 0
grt_pass1_vias = 158

[floorplan]
num_rows = 21
fp_util_pct = 4.249
chipHeight_um = 80
io_pins = 6
coreArea_mm2 = 0.003416
dieWidth_um = 80
die_area_mm2 = 0.006400

[placement]
globalplace.congestion = 0.6740
portBuffers = 5
place_inst = 65
hpwl_um = 308.7

[worst_hold_path]
hold_path_class = register to register
hold_depth = 2

[status]
outcome = completed
==> placed cells by master (no fill, tap or decap) <==
cell	instances
clkbuf_4	3
xnor2_1	1
diode_2	1
ha_1	1
dfxtp_2	3
dfxtp_1	1
nor2_1	3
dlygate4sd2_1	4
buf_4	4
nand3_1	1
mux2_4	1
clkdlybuf4s50_1	1
nor2b_1	2
==> through the flow <==
stage	cell area [um^2]	utilization (%)	setup WS, ps
6_report	306.5	8.974	132.5
5_1_grt	304.0	8.901	79.74
4_1_cts	304.0	8.901	101.6
3_5_place_dp	260.3	7.619	26.20
3_3_place_gp	260.3	7.619	42.02
2_1_floorplan	145.1	-	379.9
==> cells in the mapped netlist (all sizes together) <==
cell / n / share of area [%]
nand3: 1 / 3.4
xnor2: 1 / 6.0
nor2b: 2 / 8.6
mux2: 1 / 10
nor2: 3 / 7.8
dfxtp: 4 / 55
ha: 1 / 8.6
==> per-layer routing <==
| metal | global-route usage, % | up-vias | share of wire (%) |
|---|---|---|---|
| li1 | - | 69 | - |
| met1 | 1.198 | 62 | 32 |
| met2 | 1.926 | 8 | 32 |
| met3 | 3.523 | 0 | 36 |
| met4 | 0.5282 | 0 | 0 |
| met5 | 0 | - | 0 |
==> path summary, 6_finish.rpt <==
path | to | slack, ps | start
worst max-delay path | count[1] | 130 | count[1]
worst min-delay path | count[0] | 500 | count[0]
worst max register to register | count[3] | 240 | count[2]
worst min register to register | count[0] | 500 | count[0]
==> power groups by stage <==
stage	clock, W	combinational (W)	sequential [W]
after CTS	0.000178	0.0000415	0.000148
final	0.000171	0.0000404	0.000148
after global routing	0.000189	0.0000469	0.000149
==> kinds of logic (layout without fill, tap and decap cells) <==
family	Yosys count	count (layout)	share of synthesized area, %
xor gates and xnor gates	1	1	6.036
other	0	1	0
and+or+nand+nor	6	6	19.82
adders and majority gates	1	1	8.619
DFF	4	4	55.17
buffers and inverters	0	12	0
muxes	1	1	10.34
==> final cells by class <==
| cell class | count | area (um^2) |
|---|---|---|
| antenna | 1 | 2.502 |
| clock buffer | 3 | 22.52 |
| fill | 401 | 3109 |
| multi-input combinational | 9 | 65.06 |
| sequential | 4 | 83.83 |
| tap | 46 | 57.56 |
| timing repair buffer | 9 | 75.07 |
==> repair_timing <==
item / in CTS / in global routing
buffers inserted: 3 / 0
endpoints found under the setup margin: 4 / 0
resized: 7 / 0
Power is estimated from default activity; no workload was simulated.
