### design/flow/run.sh
#!/bin/bash
# OpenROAD 26Q1-2900-gdf79404cd8, Yosys 0.63+post, stock flow scripts
make -C /OpenROAD-flow-scripts/flow DESIGN_CONFIG=/design/flow/config.mk WORK_HOME=/design/flow/orfs finish
### design/flow/config.mk
export PLATFORM = sky130hd
export DESIGN_NAME = counterbin_struct
export DESIGN_NICKNAME = counterbin_struct
export VERILOG_FILES = /design/flow/design.v
export SDC_FILE = /design/flow/constraint.sdc
export NUM_CORES = 4
export LEC_CHECK = 1
export CORE_AREA = 10 10 70 70
export DIE_AREA = 0 0 80 80
### design/flow/constraint.sdc
current_design counterbin_struct

set clk_period 1.1
set clk_io_pct 0.2

create_clock -name clk0 -period $clk_period [get_ports {clk}]

set non_clock_inputs [all_inputs -no_clocks]
set_input_delay [expr $clk_period * $clk_io_pct] -clock clk0 $non_clock_inputs
set_output_delay [expr $clk_period * $clk_io_pct] -clock clk0 [all_outputs]
### design/flow/design.v
module ffd (
    input wire clk,
    input wire rst,
    input wire d,
    output reg q   
);
    always @(posedge clk or posedge rst) begin
        if (rst)
            q <= 1'b0;
        else
            q <= d;
    end
endmodule
module counterbin_struct (
    input wire clk,
    input wire rst,
    output wire [3:0] q
);
    wire [3:0] d;          
    wire [3:0] q_interno; 
    assign d = q_interno + 1;
    ffd U0_ffd ( .clk(clk), .rst(rst), .d(d[0]), .q(q_interno[0]) );
    ffd U1_ffd ( .clk(clk), .rst(rst), .d(d[1]), .q(q_interno[1]) );
    ffd U2_ffd ( .clk(clk), .rst(rst), .d(d[2]), .q(q_interno[2]) );
    ffd U3_ffd ( .clk(clk), .rst(rst), .d(d[3]), .q(q_interno[3]) );
    assign q = q_interno;
endmodule
==> deck_impl_summary.md <==
Key Metrics from the Run

Power
  • Max VDD drop: 210 uV
  • Leak: around 0.16 nW
  • P per Cell Area: 1030 mW/mm2

Worst setup path
  • Crit path largest cell delay: approximately 0.37 ns
  • Critical path startpoint category: flop
  • Critical Path AT: ~0.84 ns
  • Largest fanout on the critical path: 2
  • Crit Path Category: flop to output pin
  • Delay-heaviest family, CP: flip-flops
  • CP bufs+invs: 1
  • Endpoint type of the worst setup path: output pin
  • Worst-path cell chain: dlygate4sd2_1
  • Reg-to-Reg Start: U1_ffd.q$_DFF_PP0_
  • Worst EP required: 0.88 ns
  • Crit path from: U1_ffd.q$_DFF_PP0_
  • Cell at the slowest stage of the critical path: dfrtp_1

Clocking
  • CTS root buffer: clkbuf_4
  • Sink Count: 4
  • Inserted Clock Buffers: 3
  • CTS Buffer Depth: 2
  • Clk slew on worst S/H paths: approximately 0.04 ns
  • Cts hold-fix bufs: 0
  • Clock Latency Late Sink: roughly 0.23 ns
  • CTS tree: done
  • H-tree depth: 1

GRT
  • GR Overflow Total: 0
  • GR Util All Layers: 1.41%
  • Largest net degree at the start of global routing: 5
  • Initial antenna violation count: 0
  • First-pass GRT wire length: 621 um
  • Vias in the first global route: 132

Timing
  • Post-route clock skew: around 0.0028 ns
  • Period minus WS final: 1.06 ns
  • Hold Fails Final Rpt: 0
  • Final period util: 95.9%
  • Final Setup Violations: 0
  • Measured slew at the worst slew-check pin: around 0.14 ns
  • Max_slew headroom: between 90 and 100%
  • RSZ-0062 raised after global routing: false
  • Max Freq: 948 MHz
  • Setup_tns: 0 ns
  • Final Slew Violations: 0
  • Worst Setup Slack, final: 0.0448 ns

Logic synthesis
  • YS chip area: 178 um2
  • Yosys warnings: 1
  • Mapped Area: roughly 180 um2
  • Mapped Cells: 14
  • Synth cell types: 7
  • Seq share, synth: between 50% and 60%
  • Area leader, netlist: dfrtp_1
  • Avg Cell Area, Syn: 12.7 um2
  • #FFs+latches synth: 4
  • Ys cells: 14
  • Ranking of synthesized cells by area: dfrtp_1 56%, buf_4 17%, ha_1 7.0%
  • Max-area cell share: 56.3%

Cells and area
  • Layout cells sized above 1: 45.8%
  • Commonest Layout Cell: buf_4
  • Most instantiated logic cells after routing: 6 x buf_4, 4 x dfrtp_1, 3 x clkbuf_4, 3 x dlygate4sd2_1, 2 x inv_1
  • Layout Area Growth over Synthesis: 81.0%

Outcome
  • Status: completed

Job
  • Log Warnings: 25
  • Max-capacitance violation count: 0

Drt
  • WL final: 390 um
  • First-pass detailed-route iteration total: 2
  • Via count: 128
  • ANT cells: 0
  • DRC: 0
  • Via/cell ratio: about 1.8
  • DR WL/cell: 5.57 um
  • Drt initial violations: 7
  • DRT antenna net count: 0

Min path
  • Hold Crit Class: input pin to async pin

Floorplan
  • Die W: 80 um
  • Cell row count: 21
  • Die height: about 80 um
  • Chip area: 0.00640 mm2
  • Ports: 6
  • Initial Utilization: around 5.2%
  • Core Box Area: 0.00342 mm2

Place
  • Port bufs: 5
  • DP Worst Slack: 0.0418 ns
  • RePlAce Congestion: between 0.6 and 0.7
  • DP HPWL: between 200 and 300 um
==> registers in the layout, summed over array words and instances (netlist names) <==
signal and flops:
U0_ffd.q 1, U1_ffd.q 1, U2_ffd.q 1, U3_ffd.q 1
==> cells in the mapped netlist <==
cell     number
xor2_1        1
dfrtp_1       4
inv_1         2
xnor2_1       1
nand3_2       1
buf_4         4
ha_1          1
==> logic make-up after synthesis <==
group | count (synthesis) | share of synthesized area [%]
buffers and inverters | 6 | 21.1
flip-flops | 4 | 56.3
XOR/XNOR | 2 | 9.86
adder cells (fa/ha/maj) | 1 | 7.04
AND/OR/NAND/NOR | 1 | 5.63
==> final cells by class <==
class	instances	area (um2)
flip-flops and latches	4	100
clock buffers	3	22.5
multi-input cells	4	42.5
inverters	2	7.51
fillers	408	3090
repair buffers	11	91.3
well taps	46	57.6
==> routing by layer <==
layer | vias to the layer above | part of all wire, % | global-route usage (%)
met4 | 0 | 0 | 0.352
li1 | 60 | - | -
met3 | 0 | 32 | 2.61
met2 | 10 | 30 | 1.36
met5 | - | 0 | 0
met1 | 58 | 38 | 1.27
==> stage by stage <==
stage               cells  power (mW)  hold slack [ns]  utilization, %  instance area [um2]
finish                 70       0.331            0.173            9.41                  322
global route           70       0.360            0.182            9.41                  322
CTS                    70       0.342            0.167            9.34                  319
detailed placement     64       0.156            0.410            8.13                  278
global placement       64       0.156            0.413            8.13                  278
floorplan              14       0.152          -0.0139               -                  178
==> power breakdown <==
group	leakage (nW)	switching (mW)	internal [mW]
Sequential	0.0566	0	0.148
Clock	0.0138	0.0550	0.122
Combinational	0.0921	0.00296	0.00333
Total	0.162	0.0580	0.273
==> final timing paths <==
kind	slack, ns	cells after the start	end
min in group clk0	0.54	2	U3_ffd.q$_DFF_PP0_
hold reg to reg	0.54	2	U3_ffd.q$_DFF_PP0_
setup reg to reg	0.05	4	U2_ffd.q$_DFF_PP0_
setup / recovery	0.04	1	q[1]
max in group asynchronous	0.78	2	U0_ffd.q$_DFF_PP0_
hold / removal	0.17	2	U3_ffd.q$_DFF_PP0_
==> repair_timing <==
action | in CTS | in global routing
gates resized | 5 | 1
endpoints found under the setup margin | 4 | 1
buffers inserted | 3 | 0
Power figures rest on the tool's default switching activity, not on a simulated workload.
